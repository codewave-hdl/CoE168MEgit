<file path="design/flow/config.mk">
export PLATFORM = sky130hd
export DESIGN_NAME = pattern_replay
export DESIGN_NICKNAME = pattern_replay
export VERILOG_FILES = /design/flow/design.v
export SDC_FILE = /design/flow/constraint.sdc
export NUM_CORES = 4
export LEC_CHECK = 1
export CORE_AREA = 10 10 99 99
export DIE_AREA = 0 0 109 109
</file>
<file path="design/flow/run.sh">
#!/bin/bash
# OpenROAD 26Q1-2900-gdf79404cd8, Yosys 0.63+post, stock flow scripts
make -C /OpenROAD-flow-scripts/flow DESIGN_CONFIG=/design/flow/config.mk WORK_HOME=/design/flow/orfs finish
</file>
<file path="design/flow/design.v">
`timescale 1ns/1ps
module pattern_replay(
    input      clk,
    input      nrst,
    input      serial_in,
    output reg [3:0] parallel_out,
    output reg [3:0] replay
);
    localparam [3:0] TARGET_PATTERN = 4'b1010;
    reg replay_active;
    reg [1:0] replay_counter;  
    reg [3:0] memory[0:3];  
    reg serial_in_prev;
    reg [1:0] counter;  
    reg capturing;
    reg replay_done;
    wire pos_edge_detected;
    assign pos_edge_detected = serial_in & ~serial_in_prev;
    always @(posedge clk or negedge nrst) begin
        if (!nrst) begin
            parallel_out <= 4'b0000;
            replay <= 4'b0000;
            counter <= 2'd0;
            serial_in_prev <= 1'b0;  
            memory[0] <= 4'b0000; 
            memory[1] <= 4'b0000; 
            memory[2] <= 4'b0000; 
            memory[3] <= 4'b0000; 
            replay_counter <= 2'd0;
            replay_active <= 1'b0;
            capturing <= 1'b0;
            replay_done <= 1'b0;
        end else begin
            serial_in_prev <= serial_in;
            if (!capturing && !replay_active && !replay_done) begin  
                parallel_out <= {parallel_out[2:0], serial_in};
            end
            if (pos_edge_detected && !capturing && !replay_active && !replay_done) begin
                capturing <= 1'b1;
                counter <= 2'd0;
            end else if (capturing) begin
                memory[counter] <= parallel_out; 
                if (counter == 2'd3) begin
                    counter <= 2'd0;
                    capturing <= 1'b0;
                    replay_active <= 1'b1;
                    replay_counter <= 2'd0;
                end else begin
                    counter <= counter +1'b1;
                end
                parallel_out <= {parallel_out[2:0], serial_in};  
            end
            if (replay_active) begin
                replay <= memory[replay_counter];
                if (replay_counter == 2'd3) begin
                    replay_counter <= 2'd0;
                    replay_active <= 1'b0;
                    replay_done <= 1'b1;
                end else begin
                    replay_counter <= replay_counter + 1'b1;
                end
            end
            if (replay_done) begin
                 parallel_out <= 4'b0000;
                 replay <= 4'b0000;        
                 replay_done <= 1'b0;
            end                                          
        end
    end
endmodule
</file>
<file path="design/flow/constraint.sdc">
current_design pattern_replay

set clk_period 2.7
set clk_io_pct 0.2

create_clock -name clk0 -period $clk_period [get_ports {clk}]

set non_clock_inputs [all_inputs -no_clocks]
set_input_delay [expr $clk_period * $clk_io_pct] -clock clk0 $non_clock_inputs
set_output_delay [expr $clk_period * $clk_io_pct] -clock clk0 [all_outputs]
</file>
==> run summary <==
Status: finished, final reports clean
Layout cells sized above 1: 9.677%
Port Buffers: 10
FF-to-FF End: replay[1]$_DFFE_PN0P_
Worst min path class: flip-flop to flip-flop
Total wire length: 2.656 mm
Netlist Area Pre-Place: 1430 µm²
Die Y: 109 µm
GP Congestion: 0.7153
First-pass GRT wire length: 4.505 mm
Gate power share: 35.6%
Die width: 109 µm
Pin slew with the least headroom to its limit: 0.4737 ns
Final Cycle Share: 66.59%
Leakage power: 0.7612 nW
Hold Violations, Final: 0
Element type at the critical path start: flip-flop
Switching Share: 34.16%
Clock tree buffer depth: 2
Power Density: 1124 nW/µm²
Setup ws final: 0.9021 ns
R2R depth: 5
Tool warnings: 31
Vias per cell: 3.858
Residual DRC count: 0
Max-cap viol count: 0
Chip Area: 11880 µm²
Initial antenna violation count: 0
Hold Path End: memory[0][1]$_DFFE_PN0P_
Row count: 32
Area share of fa/ha/maj cells after synthesis: 6.999%
First-pass iteration count of the detailed router: 4
Vias in the first global route: 822
Via count: 872
Final min period: 1.798 ns
Count of final setup violators: 0
Register bit total from synthesis: 32
Hold buffers post-CTS: 0
RSZ-0062 raised after global routing: no
Max VDD drop: 0.3187 mV
Ys flop type: dfrtp_1
Number of gates resized after cts: 0
FMAX: 556.2 MHz
DR iter-0 viols: 44
# IOs: 11
Clock share of power: 17.5%
Yosys aoi share: 6.649%
Clk latency late pin: 0.28 ns
Mux frac, synth: 19.60%
Reg-to-reg slack, setup: 1.13 ns
Reg power frac: 46.9%
CTS tree: built
Worst setup EP type: output pin
Int Pwr: 0.001271 W
Switch Pwr: 0.0006595 W
TNS Setup: 0 ns
Crit path buf inv count: 1
Slew Viols, Final: 0
Core ar.: 7727 µm²
Final clock skew: 0.009820 ns
Clock-pin slew on the worst setup and hold paths: 0.07 ns
Fp_density: 18.51%
DRT antenna net count: 0
Worst Min Path Start: memory[0][1]$_DFFE_PN0P_
Crit path max-delay family: buffers and inverters
CTS Sinks: 32
Post-synthesis async set-or-reset flop share: 100.0%
Post-CTS Setup Bufs: 0
# Cells Yosys: 110
EDFF count, synth: 0
Worst Path Max Fanout: 7
Post-place setup slack: 0.9040 ns
Crit-path max cell delay: 0.53 ns
XORs/XNORs by Area: 0%
Crit path required time: 2.16 ns
Simple-Gate Area Share: 6.912%
Chip Area, Yosys: 1430 µm²
Slew margin rel.: 68.36%
Reg2reg start: replay_counter[0]$_DFFE_PN0P_
Inserted Diodes: 0
Top logic family: multiplexers
Mean post-synth cell area: 13.00 µm²
Critical path depth: 1
Ys Warns: 2
Cell variety after synth: 20
Crit path cell chain: clkdlybuf4s50_1
Largest net degree at the start of global routing: 33
WP data arrival: 1.26 ns
Grt ovf: 0
Hold Path Cell Cnt: 1
Root Buffer: clkbuf_8
Seq share, synth: 55.99%
WL per Instance: 11.75 µm
Area Overhead vs Synth: 20.12%
Gr usage total: 4.818%
Synth Instances: 110
TritonCTS buffer count: 5
HPWL after DPL: 1.898 mm
H-tree depth: 2
Worst setup path class: flip-flop to output pin
Slowest stage cell on the critical path: clkdlybuf4s50_1
==> power by group through the flow <==
stage / Clock (W) / Sequential [W] / Combinational (W)
global route: 0.000373 / 0.000950 / 0.000775
finish: 0.000338 / 0.000906 / 0.000687
CTS: 0.000348 / 0.000909 / 0.000700
==> stage by stage <==
step	instance area, µm²	power [W]	util, %	std cells	hold WS (ns)
after floorplan	1430	0.001357	-	110	0.2444
after global placement	1640	0.001595	21.23	219	0.4728
after detailed placement	1640	0.001614	21.23	219	0.4817
after CTS	1718	0.001956	22.23	226	0.4959
after global routing	1718	0.002098	22.23	226	0.5109
final	1718	0.001930	22.23	226	0.4948
==> cell usage after synthesis, types with 2 or more instances <==
| cell type | instances | share of area, % |
|---|---|---|
| ha_1 | 8 | 7.0 |
| mux2_2 | 4 | 3.1 |
| nor2_1 | 5 | 1.3 |
| mux2i_1 | 10 | 7.0 |
| mux2_1 | 12 | 9.4 |
| dfrtp_1 | 32 | 56 |
| a222oi_1 | 4 | 2.8 |
| nand2_1 | 9 | 2.4 |
| buf_2 | 2 | 0.70 |
| nor2b_1 | 2 | 0.87 |
| o21ai_1 | 3 | 1.0 |
| inv_1 | 8 | 2.1 |
| a22o_1 | 4 | 2.4 |
==> cell families (layout without fill, tap and decap cells) <==
kind of cell             Yosys count  count (layout)
buffers and inverters             12              26
AND/OR/NAND/NOR                   20              20
multiplexers                      26              26
flip-flops                        32              32
adder cells (fa/ha/maj)            8               8
AND-OR/OR-AND                     12              12
==> sequential cells by signal (all words and copies together) (netlist names) <==
name	count
parallel_out	4
counter	2
capturing	1
serial_in_prev	1
replay	4
replay_counter	2
replay_active	1
memory	16
replay_done	1
==> cell type report <==
type	count	area (µm²)
Fill cell	820	6010
Clock inverter	1	5.005
Inverter	8	30.03
Multi-Input combinational cell	66	574.3
Tap cell	102	127.6
Clock buffer	6	72.57
Timing Repair Buffer	11	107.6
Sequential cell	32	800.8
==> worst register-to-register path, stage by stage, from the launching register on <==
cell and delay, ns:
dfrtp_1 0.41, inv_1 0.08, ha_1 0.27, a222oi_1 0.36, mux2i_1 0.15, a22o_1 0.19
==> cells in the final DEF (no fill, tap or decap) <==
cell,instances
dfrtp_1,32
clkinv_2,1
buf_4,1
mux2_1,12
and2_1,1
ha_1,8
nand3b_1,1
a22o_1,4
mux2_2,4
mux2i_1,10
nor2b_1,2
o21ai_1,3
clkbuf_1,1
nand2b_1,1
nor2_1,5
or4b_4,1
clkbuf_8,5
o21ai_0,1
inv_1,8
nand2_1,9
a222oi_1,4
clkdlybuf4s50_1,10
==> metal layers <==
| layer | vias up | part of all wire (%) | track usage, % |
|---|---|---|---|
| li1 | 414 | - | - |
| met4 | 0 | 0 | 0.2825 |
| met3 | 0 | 6.1 | 2.151 |
| met2 | 16 | 41 | 6.255 |
| met1 | 442 | 53 | 7.454 |
| met5 | - | 0 | 0 |
==> how the worst max path moves through the flow <==
stage                             start               to
finish        parallel_out[1]$_DFF_PN0_  parallel_out[1]
global route  parallel_out[1]$_DFF_PN0_  parallel_out[1]
CTS           parallel_out[1]$_DFF_PN0_  parallel_out[1]
No activity file was given, so power comes from the tool's default toggle rates.
