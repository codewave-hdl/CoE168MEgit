**design/flow/design.v**
```verilog
`timescale 1ns / 1ps
module ps2_interface(
    input  wire        clk,         
    input  wire        nrst,        
    input  wire        ps2_clk,     
    input  wire        ps2_data,    
    output reg  [7:0]  keystroke,   
    output reg         done         
);
    reg [1:0] ps2_clk_sync;
    reg [1:0] ps2_data_sync;
    always @(posedge clk or negedge nrst) begin
        if (!nrst) begin
            ps2_clk_sync  <= 2'b11;
            ps2_data_sync <= 2'b11;
        end else begin
            ps2_clk_sync  <= {ps2_clk_sync[0], ps2_clk};
            ps2_data_sync <= {ps2_data_sync[0], ps2_data};
        end
    end
    wire ps2_clk_negedge = ps2_clk_sync[1] & ~ps2_clk_sync[0];
    wire data_in         = ps2_data_sync[1];
    reg [10:0] shift_reg;
    reg [3:0]  bit_count;
    reg        frame_received;
    always @(posedge clk or negedge nrst) begin
        if (!nrst) begin
            shift_reg      <= 11'd0;
            bit_count      <= 4'd0;
            frame_received <= 1'b0;
        end else begin
            frame_received <= 1'b0;
            if (ps2_clk_negedge) begin
                shift_reg <= {data_in, shift_reg[10:1]};  
                if (bit_count == 4'd10) begin
                    bit_count      <= 4'd0;
                    frame_received <= 1'b1;
                end else begin
                    bit_count <= bit_count + 1'b1;
                end
            end
        end
    end
    wire valid_frame = (shift_reg[0]  == 1'b0) &&    
                       (shift_reg[10] == 1'b1);     
    wire [7:0] scan_code = shift_reg[8:1];
    reg key_break;
    reg extended_key;
    reg shift_l, shift_r;
    reg caps_lock;
    always @(posedge clk or negedge nrst) begin
        if (!nrst) begin
            keystroke    <= 8'd0;
            done         <= 1'b0;
            key_break    <= 1'b0;
            extended_key <= 1'b0;
            shift_l      <= 1'b0;
            shift_r      <= 1'b0;
            caps_lock    <= 1'b0;
        end else begin
            done <= 1'b0;
            if (frame_received && valid_frame) begin
                if (scan_code == 8'hF0)
                    key_break <= 1'b1;
                else if (scan_code == 8'hE0)
                    extended_key <= 1'b1;
                else begin
                    if (key_break) begin
                        if (scan_code == 8'h12) shift_l <= 1'b0;
                        if (scan_code == 8'h59) shift_r <= 1'b0;
                        key_break    <= 1'b0;
                        extended_key <= 1'b0;
                    end
                    else begin
                        if (scan_code == 8'h12) shift_l <= 1'b1;
                        else if (scan_code == 8'h59) shift_r <= 1'b1;
                        else if (scan_code == 8'h58) caps_lock <= ~caps_lock;
                        else begin
                            done <= 1'b1;
                            if (extended_key) begin
                                case (scan_code)
                                    8'h75: keystroke <= 8'hE0;  
                                    8'h72: keystroke <= 8'hE1;  
                                    8'h6B: keystroke <= 8'hE2;  
                                    8'h74: keystroke <= 8'hE3;  
                                    default: done <= 1'b0;
                                endcase
                                extended_key <= 1'b0;
                            end
                            else begin
                                case (scan_code)
                                    8'h29: keystroke <= 8'h20;  
                                    8'h66: keystroke <= 8'h08;  
                                    8'h16: keystroke <= (shift_l|shift_r) ? "!" : "1";
                                    8'h1E: keystroke <= (shift_l|shift_r) ? "@" : "2";
                                    8'h26: keystroke <= (shift_l|shift_r) ? "#" : "3";
                                    8'h25: keystroke <= (shift_l|shift_r) ? "$" : "4";
                                    8'h2E: keystroke <= (shift_l|shift_r) ? "%" : "5";
                                    8'h36: keystroke <= (shift_l|shift_r) ? "^" : "6";
                                    8'h3D: keystroke <= (shift_l|shift_r) ? "&" : "7";
                                    8'h3E: keystroke <= (shift_l|shift_r) ? "*" : "8";
                                    8'h46: keystroke <= (shift_l|shift_r) ? "(" : "9";
                                    8'h45: keystroke <= (shift_l|shift_r) ? ")" : "0";
                                    8'h4E: keystroke <= (shift_l|shift_r) ? "_" : "-";
                                    8'h55: keystroke <= (shift_l|shift_r) ? "+" : "=";
                                    8'h15: keystroke <= ((shift_l|shift_r)^caps_lock) ? "Q":"q";
                                    8'h1D: keystroke <= ((shift_l|shift_r)^caps_lock) ? "W":"w";
                                    8'h24: keystroke <= ((shift_l|shift_r)^caps_lock) ? "E":"e";
                                    8'h2D: keystroke <= ((shift_l|shift_r)^caps_lock) ? "R":"r";
                                    8'h2C: keystroke <= ((shift_l|shift_r)^caps_lock) ? "T":"t";
                                    8'h35: keystroke <= ((shift_l|shift_r)^caps_lock) ? "Y":"y";
                                    8'h3C: keystroke <= ((shift_l|shift_r)^caps_lock) ? "U":"u";
                                    8'h43: keystroke <= ((shift_l|shift_r)^caps_lock) ? "I":"i";
                                    8'h44: keystroke <= ((shift_l|shift_r)^caps_lock) ? "O":"o";
                                    8'h4D: keystroke <= ((shift_l|shift_r)^caps_lock) ? "P":"p";
                                    8'h54: keystroke <= (shift_l|shift_r) ? "{" : "[";
                                    8'h5B: keystroke <= (shift_l|shift_r) ? "}" : "]";
                                    8'h5D: keystroke <= (shift_l|shift_r) ? "|" : "\\";
                                    8'h1C: keystroke <= ((shift_l|shift_r)^caps_lock) ? "A":"a";
                                    8'h1B: keystroke <= ((shift_l|shift_r)^caps_lock) ? "S":"s";
                                    8'h23: keystroke <= ((shift_l|shift_r)^caps_lock) ? "D":"d";
                                    8'h2B: keystroke <= ((shift_l|shift_r)^caps_lock) ? "F":"f";
                                    8'h34: keystroke <= ((shift_l|shift_r)^caps_lock) ? "G":"g";
                                    8'h33: keystroke <= ((shift_l|shift_r)^caps_lock) ? "H":"h";
                                    8'h3B: keystroke <= ((shift_l|shift_r)^caps_lock) ? "J":"j";
                                    8'h42: keystroke <= ((shift_l|shift_r)^caps_lock) ? "K":"k";
                                    8'h4B: keystroke <= ((shift_l|shift_r)^caps_lock) ? "L":"l";
                                    8'h4C: keystroke <= (shift_l|shift_r) ? ":" : ";";
                                    8'h52: keystroke <= (shift_l|shift_r) ? "\"" : "'";
                                    8'h1A: keystroke <= ((shift_l|shift_r)^caps_lock) ? "Z":"z";
                                    8'h22: keystroke <= ((shift_l|shift_r)^caps_lock) ? "X":"x";
                                    8'h21: keystroke <= ((shift_l|shift_r)^caps_lock) ? "C":"c";
                                    8'h2A: keystroke <= ((shift_l|shift_r)^caps_lock) ? "V":"v";
                                    8'h32: keystroke <= ((shift_l|shift_r)^caps_lock) ? "B":"b";
                                    8'h31: keystroke <= ((shift_l|shift_r)^caps_lock) ? "N":"n";
                                    8'h3A: keystroke <= ((shift_l|shift_r)^caps_lock) ? "M":"m";
                                    8'h41: keystroke <= (shift_l|shift_r) ? "<" : ",";
                                    8'h49: keystroke <= (shift_l|shift_r) ? ">" : ".";
                                    8'h4A: keystroke <= (shift_l|shift_r) ? "?" : "/";
                                    default: done <= 1'b0;
                                endcase
                            end
                        end
                    end
                end
            end
        end
    end
endmodule
```
**design/flow/run.sh**
```bash
#!/bin/bash
# OpenROAD 26Q1-2900-gdf79404cd8, Yosys 0.63+post, stock flow scripts
make -C /OpenROAD-flow-scripts/flow DESIGN_CONFIG=/design/flow/config.mk WORK_HOME=/design/flow/orfs finish
```
**design/flow/config.mk**
```make
export PLATFORM = sky130hd
export DESIGN_NAME = ps2_interface
export DESIGN_NICKNAME = ps2_interface
export VERILOG_FILES = /design/flow/design.v
export SDC_FILE = /design/flow/constraint.sdc
export NUM_CORES = 4
export LEC_CHECK = 1
export CORE_UTILIZATION = 50
```
**design/flow/constraint.sdc**
```tcl
current_design ps2_interface

set clk_period 4.5
set clk_io_pct 0.2

create_clock -name clk0 -period $clk_period [get_ports {clk}]

set non_clock_inputs [all_inputs -no_clocks]
set_input_delay [expr $clk_period * $clk_io_pct] -clock clk0 $non_clock_inputs
set_output_delay [expr $clk_period * $clk_io_pct] -clock clk0 [all_outputs]
```
==> impl_metrics.csv <==
group,metric,value,unit
detailed_routing,first_iter_violations,405,
detailed_routing,drt_wl_total,8.19,mm
critical_path,rr_startpoint,"shift_reg[3]",
timing,slew_violations,0,
critical_path,crit_fanout,24,
critical_path,r2r_setup_slack,1.44,ns
timing,period_minus_slack,3.06,ns
timing,whs,0.357,ns
cts,cts_htree_levels,2,
placement,place.gp.congestion,1.01,
timing,finalClockPeriodUsage,0.680,
critical_path,slowest_delay,0.81,ns
timing,setup_viol,0,
final_layout,fin_area,0.00310,mm^2
floorplanning,std_cell_rows,27,
timing,fin_ws,1.44,ns
critical_path,critPathSlowestCell,"dfrtp_1",
timing,final.setup.tns,0,ns
grt,antenna_found_initial,0,
synth,yosys-stat-cells,346,
timing,finalHoldViolCount,0,
placement,placed_area,0.00300,mm^2
synth,ys_types,72,
synth,yosys.stat.seqShare,0.293,
cts,hold_buffers,0,
critical_path,crit_chain,"buf_4, nor4b_2, nand2_1, o21ai_0, nor4_2, a31oi_4, mux2_4",
cts,cts_resized,0,
power,power_leakage,1.23,nW
placement,portBuffers,12,
critical_path,crit_family,"AND-OR/OR-AND gates",
final_layout,layout-drive-gt1-share,0.154,
cts,postCtsSetupRepairBufs,0,
detailed_routing,drtPass1Iterations,5,
detailed_routing,wl_per_cell,19.7,um
cts,clk_latency,0.29,ns
timing,finalClockSkew,0.00706,ns
critical_path,crit_path_start_kind,"flop",
synth,edf_count,0,
critical_path,crit_type,"flop to flop",
flow_run,maxCapViolations,0,
floorplanning,die_w,78.4,um
synth,ys_top_cells_by_area,"dfrtp_1, nand2_1, mux2_4, a21oi_1, dfstp_2",
synth,syn_inst,346,
synth,syn-cell-area,0.00292,mm^2
synth,synth-main-ff-cell,"dfrtp_1",
placement,dpl.hpwl,5.73,mm
synth,largest_area_cell,"dfrtp_1",
synth,syn_avg_cell_area,8.43,um^2
cts,root_buffer,"clkbuf_8",
cts,cts_tree,"done",
final_layout,largest_reg_flops,11,
grt,track_usage,0.293,
critical_path,cp_data_arrival_time,3.23,ns
timing,worst_slew_pin_slew,0.726,ns
floorplanning,chipArea,0.00614,mm^2
timing,fmax,327,MHz
cts,max-clock-path-buffers,2,
detailed_routing,vias,2717,
placement,dp_slack,1.50,ns
detailed_routing,route.detailed.drc,0,
timing,max_slew_margin,0.514,
synth,synthTopCellsByCount,"nand2_1, dfrtp_1, a21oi_1, nor2_1, o21ai_0",
synth,ys.flops,34,
critical_path,cp.required,4.67,ns
worst_hold_path,min_to,"ps2_data_sync[1]",
synth,yosysWarnings,1,
detailed_routing,diodes,0,
timing,rsz0062_at_grt,"false",
final_layout,final_util,0.556,
floorplanning,fp_util,0.523,
grt,grt_overflow_total,0,
synth,ys_chip_area,0.00292,mm^2
synth,top_cell_area_share,0.257,
synth,ys_async_sr_fraction,1.00,
power,peakVddDrop,0.000248,V
critical_path,crit_path_end_kind,"flop",
status,status,"complete, no violations",
floorplanning,io-pin-count,13,
grt,grt_pass1_vias,2375,
critical_path,critPathBufInv,1,
detailed_routing,drt.antenna.violating_nets,0,
cts,clkSlewWorstSetupHoldPaths,0.07,ns
worst_hold_path,hold_start,"ps2_data_sync[0]",
worst_hold_path,hold_path_depth,0,
final_layout,syn2layout_area_growth,6.18,%
worst_hold_path,holdCritPathClass,"flop to flop",
critical_path,r2r-end,"keystroke[3]",
detailed_routing,vias_per_cell,6.53,
synth,synth.most_common_cell,"nand2_1",
floorplanning,core,0.00557,mm^2
cts,clkSinkCount,34,
grt,grt_pass1_wl,13.3,mm
power,powerDensity,349,mW/mm^2
flow_run,warnings,25,
cts,cts_buffers,5,
grt,grt_max_degree,35,
critical_path,r2r_cells,7,
floorplanning,fp.dieH,78.4,um
-- worst register-to-register path: cells and delay by family, from the launching register on --
kind	cells	cell delay, ns
buffers and inverters	1	0.32
and+or+nand+nor	3	0.49
AOI/OAI and AO/OA	2	0.97
muxes	1	0.34
DFF	1	0.81
-- layout by cell type, fill, tap and decap left out, types with 3 or more instances in the layout --
| cell type | Yosys | layout |
|---|---|---|
| a21oi_1 | 23 | 23 |
| or4b_1 | 3 | 3 |
| xnor2_1 | 3 | 3 |
| nor2b_1 | 10 | 10 |
| a21o_1 | 3 | 3 |
| and3b_1 | 3 | 3 |
| mux2_4 | 8 | 8 |
| nand4bb_1 | 3 | 3 |
| and4b_1 | 4 | 4 |
| a211oi_1 | 4 | 4 |
| nor3_1 | 7 | 7 |
| a32oi_1 | 4 | 4 |
| xor2_1 | 3 | 3 |
| nand3b_1 | 3 | 3 |
| buf_4 | 5 | 10 |
| dfrtp_1 | 30 | 30 |
| nand4_1 | 4 | 4 |
| o22ai_1 | 5 | 5 |
| clkdlybuf4s50_1 | 0 | 11 |
| o21ai_0 | 20 | 20 |
| nand2_1 | 52 | 52 |
| nand2b_1 | 8 | 8 |
| dfstp_2 | 4 | 4 |
| and2_1 | 4 | 4 |
| clkbuf_8 | 0 | 6 |
| nor4_2 | 3 | 3 |
| a31oi_1 | 3 | 3 |
| o211ai_1 | 6 | 6 |
| a22oi_1 | 3 | 3 |
| nand3_1 | 13 | 13 |
| nor2_1 | 23 | 23 |
| nor4b_2 | 3 | 3 |
-- metal layers --
layer	wire length (um)	vias up	GRT usage
met5	0	-	0
met4	212	0	0.0630
met3	658	21	0.0614
met2	3710	150	0.433
met1	3610	1270	0.457
li1	-	1276	-
-- kinds of logic after synthesis --
family          share of synthesized area
simple gates                        0.338
compound gates                      0.232
buf+inv                            0.0708
flops                               0.293
mux                                0.0480
xor+xnor                           0.0180
-- cell type report --
cell class                      count  area [um^2]
Clock buffer                        6         82.6
Clock inverter                      2         12.5
Sequential cell                    34          856
Multi-Input combinational cell    277         1850
Fill cell                         520         2480
Inverter                            3         11.3
Timing Repair Buffer               22          190
Tap cell                           72         90.1
-- where the power goes --
part | total (mW) | internal [mW] | switching, mW
Sequential | 0.431 | 0.346 | 0.0850
Clock | 0.238 | 0.123 | 0.115
Combinational | 0.412 | 0.152 | 0.260
-- stage by stage --
stage | instances | power, mW
finish | 416 | 1.08
global route | 416 | 1.15
CTS | 416 | 1.08
global placement | 408 | 0.840
detailed placement | 408 | 0.835
floorplan | 346 | 0.754
-- how the worst max path moves through the flow --
stage | startpoint | to | slack (ns) | cells after the start
global route | shift_reg[7] | keystroke[3] | 1.29 | 6
finish | shift_reg[3] | keystroke[3] | 1.44 | 7
CTS | shift_reg[4] | keystroke[3] | 1.47 | 7
Power figures rest on the tool's default switching activity, not on a simulated workload.
